==> design/flow/design.v <==
module accumlator(accum,data,ena,clk,rst);
   output [7:0] accum;
   input [7:0] 	data;
   input 	ena,clk,rst;
   reg [7:0] 	accum;
   always @ (posedge clk)
     begin
	if(rst)
	  accum <= 8'h00;
	else if(ena)
	  accum <= data;
     end
endmodule  
==> design/flow/run.sh <==
#!/bin/bash
# OpenROAD 26Q1-2900-gdf79404cd8, Yosys 0.63+post, stock flow scripts
make -C /OpenROAD-flow-scripts/flow DESIGN_CONFIG=/design/flow/config.mk WORK_HOME=/design/flow/orfs finish
==> design/flow/config.mk <==
export PLATFORM = sky130hd
export DESIGN_NAME = accumlator
export DESIGN_NICKNAME = accumlator
export VERILOG_FILES = /design/flow/design.v
export SDC_FILE = /design/flow/constraint.sdc
export NUM_CORES = 4
export LEC_CHECK = 1
export CORE_AREA = 10 10 70 70
export DIE_AREA = 0 0 80 80
==> design/flow/constraint.sdc <==
current_design accumlator

set clk_period 1.0
set clk_io_pct 0.2

create_clock -name clk0 -period $clk_period [get_ports {clk}]

set non_clock_inputs [all_inputs -no_clocks]
set_input_delay [expr $clk_period * $clk_io_pct] -clock clk0 $non_clock_inputs
set_output_delay [expr $clk_period * $clk_io_pct] -clock clk0 [all_outputs]
==> results.toml <==
# yosys + openroad results
[run_status]
outcome = "finished, final reports clean"

[timing]
slew_headroom_pct = 79.24
rsz0062_at_grt = "no"
max_freq_ghz = 1.064
hold_viol = 0
drv_slew = 0
worstMarginPinSlew_ns = 0.3104
fin_crit_ns = 0.9394
clock_skew_ns = 0
setup_slack_ns = 0.06057
timing.hold.ws_ns = 0.4142
setup_tns_ns = 0
finalSetupViolCount = 0
timing.final.crit_share_pct = 93.94

[clocking]
clock-root-buffer = "clkbuf_4"
cts_tree = "yes"
htree_levels = 1
clock-sinks = 8
cts_buffers = 3
clockBufferDepth = 2
clock_latency_ns = 0.24
cts_hold_buf = 0
worst_setup_hold_path_clk_slew_ns = 0.05

[global_route]
antenna_found_initial = 0
grt_pass1_vias = 303
grt_max_degree = 9
track_usage_pct = 2.673
globalRoute.totalOverflow = 0
grt_pass1_wl_um = 1359

[synth]
yosysWarnings = 1
synthesis.area_um2 = 285.3
yosys-stat-area_um2 = 285.3
syn_area_per_cell_um2 = 10.97
synth_cells = 26
synth_seq_share_pct = 56.14
ys_ff = 8
synth_cell_types = 5
yosys_cells = 26

[placed_design]
placedCellCount = 89
place_area_um2 = 528.0
numPortBuffers = 18
finalWeightedCongestion = 0.6784
place_ws_ns = -0.2202

[worst_setup_path]
crit_family = "flip-flops"
cpPeakStageDelay_ns = 0.33
startpoint_type = "register"
crit_cells = 1
endpoint = "accum[0]"
rr_startpoint = "accum[0]"
crit_required_ns = 0.80
crit_path_top_delay_cell = "dfxtp_2"
cp_cell_sequence = "clkdlybuf4s15_1"
crit_arrival_ns = 0.74
path_buffers = 1
reg2reg_to = "accum[0]"
critical_path_class = "reg2out"
r2r_setup_slack_ns = 0.36
crit_path_max_fanout = 2
crit_start = "accum[0]"
ff2ff_path_depth = 2
end_kind = "output pin"

[finish]
final_area_um2 = 566.8
post-route-util_pct = 16.59
layout_top_cell = "clkdlybuf4s50_1"
largest_register_ff_count = 8
area_growth_pct = 98.68
mostFrequentLayoutCells = "9 x clkdlybuf4s50_1, 8 x nor2_1, 8 x dfxtp_2, 8 x clkdlybuf4s15_1, 7 x mux2i_1"
reg_top3 = "accum x8"
largest_register = "accum"
final_cells = 92
drive_gt1_share_pct = 28.26

[routing]
wl_per_cell_um = 9.554
ant_nets = 0
top_layer = "met4"
wl_met3_um = 35
vias = 251
first_pass_iters = 2
drtIter0Drc = 3
routed_wirelength_um = 879
vias_per_cell = 2.728
drt_drc_violations_left = 0
diodes = 0
wl_met1_um = 269
dr_wl_met2_um = 568

[power]
p_int_mw = 0.5611
switching_share_pct = 19.44
p_comb_share_pct = 16.5
switching_power_mw = 0.1354
power_density_mw_per_mm2 = 1229
p_total_mw = 0.6965
clkPwrFrac_pct = 32.8
total_leakage_power_nw = 0.2365
ir_drop_mv = 0.2167
power_frac_seq_pct = 50.6

[floorplanning]
core-area_mm2 = 0.003416
rows = 21
die_y_um = 80
io_pins = 19
fp.dieW_um = 80
core_util_floorplan_pct = 8.352
die_area_mm2 = 0.006400

[flow_run]
warning_count = 25
drv_cap = 0

[min_path]
hold_class = "in2reg"
worstHoldStart = "ena"
[area by class of cell]
| class | count | area (um2) |
|---|---|---|
| clock buffer | 3 | 22.52 |
| fill | 387 | 2849 |
| multi-input combinational | 16 | 113.9 |
| sequential | 8 | 170.2 |
| tap | 46 | 57.56 |
| timing repair buffer | 19 | 202.7 |
[synth_stat cells]
cell | n | area share [%]
nor2_1 | 8 | 11
buf_1 | 1 | 1.3
dfxtp_1 | 8 | 56
mux2i_1 | 8 | 28
buf_6 | 1 | 3.9
[cell families after synthesis]
group                  Yosys count  share of synthesized area (%)
buffers and inverters            2                          5.262
DFF                              8                          56.14
muxes                            8                          28.07
and+or+nand+nor                  8                          10.53
[power groups by stage]
stage         Sequential [mW]  Combinational [mW]  Clock [mW]
CTS                     0.353               0.116       0.243
finish                  0.353               0.115       0.229
global route            0.354               0.126       0.258
[per-layer routing]
layer | vias up | global-route usage [%]
met5 | - | 0
met4 | 0 | 0.7042
met3 | 2 | 1.136
met2 | 2 | 5.538
met1 | 122 | 2.149
li1 | 125 | -
[worst min-delay path by stage]
stage / to / slack [ns] / cells after the start
6_report: accum[0] / 0.41 / 4
5_1_grt: accum[6] / 0.43 / 4
4_1_cts: accum[0] / 0.49 / 2
[what timing repair did]
action | 4_1_cts | 5_1_grt
endpoints found under the setup margin | 8 | 2
pin swaps | 0 | 0
resized | 24 | 2
setup buffers | 0 | 0
