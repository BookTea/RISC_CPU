--- flow/config.mk ---
export PLATFORM = sky130hd
export DESIGN_NAME = addr_mux
export DESIGN_NICKNAME = addr_mux
export VERILOG_FILES = /design/flow/design.v
export SDC_FILE = /design/flow/constraint.sdc
export NUM_CORES = 4
export LEC_CHECK = 1
export CORE_AREA = 10 10 70 70
export DIE_AREA = 0 0 80 80
--- flow/constraint.sdc ---
current_design addr_mux

set clk_period 1.0
set clk_io_pct 0.2

create_clock -name clk0 -period $clk_period

set non_clock_inputs [all_inputs -no_clocks]
set_input_delay [expr $clk_period * $clk_io_pct] -clock clk0 $non_clock_inputs
set_output_delay [expr $clk_period * $clk_io_pct] -clock clk0 [all_outputs]
--- flow/design.v ---
module addr_mux(addr,fetch,ir_addr,pc_addr);
   output [12:0] addr;
   input [12:0]  ir_addr,pc_addr;
   input 	 fetch;
   assign addr = fetch? pc_addr : ir_addr;
endmodule  
--- flow/run.sh ---
#!/bin/bash
# OpenROAD 26Q1-2900-gdf79404cd8, Yosys 0.63+post, stock flow scripts
make -C /OpenROAD-flow-scripts/flow DESIGN_CONFIG=/design/flow/config.mk WORK_HOME=/design/flow/orfs finish
==> notes.md <==
fresh numbers from the pnr run: status=finished, violations left, failing checks=negative setup slack, distinct lib cells=3, Max Cap Viol=0, FF+latch area=0 sq um, Clk pwr share=0, Leak=0.343 nW, seq_cells=0, vias in the first global route=302, cells after synthesis=14, synthesis area per yosys=195 sq um, final setup fails=13, Yosys warnings=0, Final Hold Vio Count=0, combinational share of power=1.000, placed instance area=about 660 sq um, Core ar.=0.00342 sq mm, share of layout cells above drive strength 1=0.527, Sw Pwr=0.0594 mW, peak supply drop=around 0.15 mV, First-pass DRT Iterations=3, row cnt=21, crit path time final=1.06 ns, routed via count=288, Hold Crit Class=input pin to primary output, routability cong.=0.690, CP startpoint kind=input pin, RSZ-0062 raised after global routing=yes, die height=80 um, # Cells Yosys=14, Layout Cells excl Fill=103, register share of total power=0, crit-path cells=buf_8, buf_12, mux2_4, buf_6, Synth top area share=0.769, CP Capture Type=primary output, tool warnings=34, Switching Share=0.236, Tot Pwr=0.252 mW, remaining global-route overflow=0, P_int=0.193 mW, largest net degree at the start of global routing=8, WHS Path Cells=3, Routed WL per cell=approximately 13 um, clock buffer count=0, CTS Hold Bufs=0, power per cell area=377 mW/mm^2, global-route wire length before repair=1730 um, IO Port Bufs=40, Post-Route WL=1300 um, design area=669 sq um, Layout Utilization=0.196, initial DRC count=4, WP data arrival=0.86 ns, Worst Max-Slew Pin Slew=~0.087 ns, crit path kind=input pin to primary output, Die Wd=80 um, syn_area_per_cell=13.9 sq um, Critical Path Fanout Max=7, Pins Over Slew Limit=0, I/O pin cnt=~40, post-placement cell count=100, GRT Overall Usage=0.0353, setup TNS=-0.585 ns, max incr delay on CP=0.30 ns, fp_density=0.0571, antenna violations before repair=2, drt drc=0, die area=0.00640 sq mm, Critical-path top delay cell=mux2_4, setup ws final=-0.0599 ns, Detail Route Antenna Nets=0, Cell Area, Synth=195 sq um, CP required=0.80 ns, cell count along the critical path=4, FMAX=943 MHz, Cell area leaders=mux2_4 77%, mux2_2 17%, buf_6 5.8%, fin crit share=1.06, Synth Seq Share=0, delay-heaviest family, CP=buffers and inverters, biggest area consumer among synthesized cells=mux2_4, Layout area overhead=243%, relative slew slack=0.942, Buf/Inv on CP=3, drt via density=2.80
## per-stage QoR
| stage | hold slack [ns] | setup slack, ns |
|---|---|---|
| floorplan | 0.498 | 0.172 |
| global placement | 1.44 | -0.830 |
| detailed placement | 1.43 | -0.833 |
| CTS | 0.798 | -0.0631 |
| global route | 0.813 | -0.0729 |
| finish | 0.796 | -0.0599 |
## logic make-up (layout without fill, tap and decap cells)
kind of cell,count (synthesis),count (layout),synth area share
buf+inv,1,42,0.0577
other cells,0,2,0
mux,13,13,0.942
## cells in the final DEF, fill, tap and decap left out
| cell type | instances |
|---|---|
| buf_16 | 1 |
| buf_12 | 1 |
| mux2_4 | 13 |
| buf_2 | 4 |
| dlygate4sd2_1 | 26 |
| diode_2 | 2 |
| buf_8 | 1 |
| buf_6 | 9 |
## repair_timing
| item | in CTS | in global routing |
|---|---|---|
| resized | 88 | 1 |
| buffers inserted | 0 | 0 |
| cloned | 1 | 0 |
| endpoints found under the setup margin | 13 | 13 |
## per-layer routing
metal,up-vias,GRT usage,wire length [um]
met5,-,0,0
met4,0,0,0
met3,0,0.0466,387
met2,37,0.0321,297
met1,111,0.0475,611
li1,140,-,-
## worst paths after layout
check	start	end	slack (ns)
max	fetch	addr[9]	-0.06
min	pc_addr[1]	addr[1]	0.80
## synth_stat cells
| master | number |
|---|---|
| mux2_4 | 10 |
| buf_6 | 1 |
| mux2_2 | 3 |
## power groups by stage
stage / Sequential (mW) / Clock [mW] / Combinational [mW]
after CTS: 0 / 0 / 0.254
after global routing: 0 / 0 / 0.270
final: 0 / 0.000000267 / 0.252
## final cells by class
| cell class | instances | area [sq um] |
|---|---|---|
| Fill cell | 396 | 2750 |
| Timing Repair Buffer | 42 | 412 |
| Multi-Input combinational cell | 13 | 195 |
| Tap cell | 46 | 57.6 |
| Antenna cell | 2 | 5.00 |
Power figures rest on the tool's default switching activity, not on a simulated workload.
